==> ./design.v <==
`timescale 1ns / 1ps
module actual_display(
	fast_clk,
	clk_blink,
	sel,
	seg1,
	seg2,
	seg3,
	seg4,
	score1,
	score2,
	score3,
	score4,
	is_spinning,
    seg, 
    an
	);
	input fast_clk;  
	input clk_blink;
	input sel;
	input  [6:0] seg1;
    input [6:0] seg2;
	input [6:0] seg3;
	input [6:0] seg4;
	input [6:0] score1;
	input [6:0] score2;
	input [6:0] score3;
	input [6:0] score4;
    input is_spinning;
	output  [6:0] seg;
	output  [3:0] an;
	reg[6:0] temp_seg = 7'b1111001;
	reg[3:0] temp_an = 4'b0000;
	reg[1:0] pos = 2'b00;
    always @(posedge fast_clk) begin
        if (pos ==0) begin  
            if (!is_spinning && sel) begin
                temp_seg <= score1;
            end
            else begin
                temp_seg <= seg1;
            end
            temp_an <= 4'b0111;
            pos <= pos + 1'b1;
        end
        else if (pos ==1) begin  
            if (!is_spinning && sel) begin
                temp_seg <= score2;
            end
            else begin
                temp_seg <= seg2;
            end
            temp_an <= 4'b1011;
            pos <= pos + 1'b1;
        end
        else if (pos ==2) begin  
            if (!is_spinning && sel) begin
                temp_seg <= score3;
            end
            else begin
                temp_seg <= seg3;
            end
            temp_an <= 4'b1101;
            pos <= pos + 1'b1;
       end
       else if (pos ==3) begin  
            if (!is_spinning && sel) begin
               temp_seg <= score4;
           end
           else begin
               temp_seg <= seg4;
           end
           temp_an <= 4'b1110;
           pos <= pos + 1'b1;
       end
    end
    assign an = temp_an;
    assign seg = temp_seg;
endmodule
==> ./run.sh <==
#!/bin/bash
# OpenROAD 26Q1-2900-gdf79404cd8, Yosys 0.63+post, stock flow scripts
make -C /OpenROAD-flow-scripts/flow DESIGN_CONFIG=/design/flow/config.mk WORK_HOME=/design/flow/orfs finish
==> ./config.mk <==
export PLATFORM = sky130hd
export DESIGN_NAME = actual_display
export DESIGN_NICKNAME = actual_display
export VERILOG_FILES = /design/flow/design.v
export SDC_FILE = /design/flow/constraint.sdc
export NUM_CORES = 4
export LEC_CHECK = 1
export CORE_AREA = 10 10 79 79
export DIE_AREA = 0 0 89 89
==> ./constraint.sdc <==
current_design actual_display

set clk_period 2.6
set clk_io_pct 0.2

create_clock -name clk0 -period $clk_period [get_ports {fast_clk}]

set non_clock_inputs [all_inputs -no_clocks]
set_input_delay [expr $clk_period * $clk_io_pct] -clock clk0 $non_clock_inputs
set_output_delay [expr $clk_period * $clk_io_pct] -clock clk0 [all_outputs]
==> flow_metrics.py <==
# Auto-generated metrics
metrics = {
    "grt": {
        "grt_pass1_wl_mm": 4.69,
        "grt_pass1_vias": 1011,
        "antenna_found_initial": 0,
        "grtUsageTotal_pct": 7.50,
        "overflow": 0,
        "grt_max_degree": 15,
    },
    "floorplanning": {
        "dieArea_sq_um": 7920,
        "ioPinCount": 71,
        "die_h_um": 89,
        "coreArea_sq_um": 4660,
        "rows": 25,
        "dieWidth_um": 89,
        "fp_util_pct": 20.6,
    },
    "route": {
        "vias_per_cell": 4.42,
        "final_antenna_net_count": 0,
        "wire_per_inst_um": 14.6,
        "drc": 0,
        "drt_wl_total_mm": 2.94,
        "dr.pass1.iters": 4,
        "vias": 889,
        "drtIter0Drc": 9,
        "num_antenna_cells": 0,
    },
    "clock_tree": {
        "cts_max_path_buffers": 2,
        "cts_tree": "built",
        "cts_resized": 0,
        "clkTransAtPathRegs_ns": 0.05,
        "post_cts_buffers": 0,
        "htreeDepth": 1,
        "numClockSinks": 13,
        "clockRootBuffer": "clkbuf_8",
        "cts_hold_buf": 0,
        "numCtsBuffers": 3,
        "clk_latency_ns": 0.24,
    },
    "sta": {
        "post-route-period-util_pct": 87.5,
        "maxSlewHeadroom_pct": 67.6,
        "finalClockSkew_ns": 0.00289,
        "finalCriticalPeriod_ns": 2.27,
        "layout_setup_ws_ns": 0.325,
        "worst_slew_pin_slew_ns": 0.486,
        "maxSlewViolCount": 0,
        "rsz0062_at_grt": "false",
        "finalHoldViolations": 0,
        "setup_violations": 0,
        "fmax_mhz": 440,
        "setup_tns_ns": 0,
    },
    "worst_hold_path": {
        "hp-start": "temp_an[3]",
        "hp-class": "reg2reg",
    },
    "outcome": {
        "status": "complete, no violations",
    },
    "yosys": {
        "ys_ff": 13,
        "synthCells": 77,
        "synthesis.area_sq_um": 960,
        "ys_types": 24,
        "postSynthSeqShare_pct": 36.5,
        "yosysChipArea_sq_um": 960,
        "area_leaders": "edfxtp_1 (28%), mux4_1 (11%), mux2i_1 (10%)",
        "top_area_cell": "edfxtp_1",
        "top_area_share_pct": 28.2,
        "yosysWarnings": 1,
        "ys_cells": 77,
        "syn_avg_cell_area_sq_um": 12.5,
    },
    "setup_path": {
        "timing.rr.start": "pos[0]",
        "crit_start": "pos[0]",
        "crit_fanout": 10,
        "startpoint_type": "register",
        "critPathRequiredTime_ns": 2.58,
        "cp_cell_sequence": "inv_1 > ha_1 > mux4_2 > a221o_1",
        "endpoint_kind": "register",
        "cpPeakStageDelay_ns": 0.57,
        "critPathTopFamily": "multiplexers",
        "cp.buffers_inverters": 1,
        "path_class": "reg2reg",
        "cp_slowest_cell": "mux4_2",
        "critPathArrivalTime_ns": 2.25,
    },
    "pwr": {
        "p_int_w": 0.000433,
        "p_switching_w": 0.0000966,
        "power_density_nw_per_um2": 304,
        "pwr-share-clk_pct": 32.8,
        "p_comb_share_pct": 25.4,
        "swShare_pct": 18.2,
        "leakagePower_nw": 0.705,
        "p_seq_share_pct": 41.8,
        "irDropWorstVdd_v": 0.000148,
    },
    "final_layout": {
        "layout-drive-gt1-share_pct": 9.52,
        "fin_cells": 201,
        "fill_cells": 432,
        "syn2layout_area_growth_pct": 81.9,
        "finish.instance_area_sq_um": 1750,
    },
    "place": {
        "portBuffers": 69,
        "gp_congestion": 0.788,
        "hpwlAfterDp_mm": 2.66,
        "placed_cell_area_sq_um": 1700,
        "post-place-ws_ns": 0.310,
        "dp_cells": 197,
    },
    "job": {
        "cap_violations": 0,
        "warning_count": 31,
    },
}
==> area by class of cell <==
| type | instances | area [sq um] | share of cell area (%) |
|---|---|---|---|
| timing repair buffer | 70 | 698 | 40.0 |
| multi-input combinational | 55 | 566 | 32.4 |
| sequential | 13 | 350 | 20.1 |
| tap | 54 | 67.6 | 3.87 |
| clock buffer | 4 | 45.0 | 2.58 |
| inverter | 5 | 18.8 | 1.08 |
==> layer usage <==
metal  global-route usage, %  up-vias  part of all wire, %
li1                        -      441                    -
met1                    8.40      406                   36
met2                    13.1       40                   51
met3                    3.40        2                   12
met4                    1.16        0                  1.4
met5                       0        -                    0
==> flip-flops by register name, summed over array words and instances, names as in the netlist <==
signal	cells
temp_seg	7
temp_an	4
pos	2
==> cell families (layout without fill, tap and decap cells) <==
logic type      after synthesis  count (layout)  synth area share (%)
flops                        13              13                  36.5
simple gates                 16              16                  8.48
buf+inv                       9              79                  4.56
mux                          21              21                  33.1
fa+ha+maj                     6               6                  7.82
compound gates               12              12                  9.52
==> metrics by stage <==
step / total power (W) / util (%) / hold WS, ns
after floorplan: 0.000268 / - / 0.415
after global placement: 0.000361 / 36.5 / 0.440
after detailed placement: 0.000363 / 36.5 / 0.442
after CTS: 0.000535 / 37.4 / 0.459
after global routing: 0.000553 / 37.4 / 0.487
final: 0.000530 / 37.4 / 0.454
==> synthesized netlist by cell type <==
cell,count
or2_2,1
nand2_1,2
buf_2,2
nor2b_1,1
a221oi_1,3
nand2b_4,1
ha_1,6
a21oi_1,2
edfxtp_1,9
o31ai_1,1
or3_2,1
mux4_2,3
inv_1,5
a221o_1,3
nand2b_1,1
mux2i_1,10
mux2_2,4
o21ai_0,2
mux4_1,4
dfxtp_1,4
o211ai_1,1
buf_6,1
nor2_1,9
clkbuf_1,1
==> power groups by stage <==
stage	registers [W]	clock network, W	logic, W
finish	0.000221	0.000174	0.000135
global route	0.000221	0.000186	0.000145
CTS	0.000221	0.000177	0.000137
==> cells in the final DEF, fill, tap and decap left out, drive strengths merged, types with 2 or more instances in the layout <==
cell,Yosys,layout
nand2b,2,2
mux2,4,4
clkbuf,1,4
edfxtp,9,9
a221o,3,3
a221oi,3,3
a21oi,2,2
ha,6,6
nand2,2,2
mux2i,10,10
mux4,7,7
nor2,9,9
clkdlybuf4s50,0,69
dfxtp,4,4
o21ai,2,2
inv,5,5
==> worst reg2reg max path: stages, from the launching register on <==
cell	delay [ns]
edfxtp_1	0.44
inv_1	0.15
ha_1	0.48
mux4_2	0.58
a221o_1	0.37
==> worst paths after layout <==
check | endpoint | slack (ns) | cells after the start
max reg2reg | temp_seg[1] | 0.33 | 4
max | temp_seg[1] | 0.33 | 4
min reg2reg | temp_an[3] | 0.45 | 2
min | temp_an[3] | 0.45 | 2
No activity file was given, so power comes from the tool's default toggle rates.
