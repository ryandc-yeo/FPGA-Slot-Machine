**design/flow/run.sh**
```bash
#!/bin/bash
# OpenROAD 26Q1-2900-gdf79404cd8, Yosys 0.63+post, stock flow scripts
make -C /OpenROAD-flow-scripts/flow DESIGN_CONFIG=/design/flow/config.mk WORK_HOME=/design/flow/orfs finish
```
**design/flow/config.mk**
```make
export PLATFORM = sky130hd
export DESIGN_NAME = clk_gradual
export DESIGN_NICKNAME = clk_gradual
export VERILOG_FILES = /design/flow/design.v
export SDC_FILE = /design/flow/constraint.sdc
export NUM_CORES = 4
export LEC_CHECK = 1
export CORE_AREA = 10 10 72 72
export DIE_AREA = 0 0 82 82
```
**design/flow/constraint.sdc**
```tcl
current_design clk_gradual

set clk_period 2.3
set clk_io_pct 0.2

create_clock -name clk0 -period $clk_period [get_ports {clk_twohz}]

set non_clock_inputs [all_inputs -no_clocks]
set_input_delay [expr $clk_period * $clk_io_pct] -clock clk0 $non_clock_inputs
set_output_delay [expr $clk_period * $clk_io_pct] -clock clk0 [all_outputs]
```
**design/flow/design.v**
```verilog
`timescale 1ns / 1ps
module clk_gradual(
    input clk,
    input clk_twohz,  
    input is_spinning,
    output stop1,
    output  stop2,
    output  stop3,
    output stop4
);
reg[7:0] counter = 0;
reg temp1 = 1'b0;
reg temp2 = 1'b0;
reg temp3 = 1'b0;
reg temp4 = 1'b0;
always @(posedge clk_twohz) begin
    if (counter == 8'd2) begin
        temp1 <= 1'b1;
    end
    if (counter == 8'd3) begin
        temp2 <= 1'b1;
    end
    if (counter == 8'd4) begin
        temp3 <= 1'b1;
    end
    if (counter == 8'd5) begin
        temp4 <= 1'b1;
    end
    else begin
        counter <= counter + 8'b1;
    end
end
assign stop1 = temp1;
assign stop2 = temp2;
assign stop3 = temp3;
assign stop4 = temp4;
endmodule
```
==> qor.txt <==
Setup TNS: 0 ns
Placeable Area: 0.003689 mm2
Max Fclk: 540.5 MHz
Log Warnings: 30
Share of cells above drive strength 1: 0.1400
Hold Worst Slack: 0.5919 ns
Top cell family by delay on the critical path: simple AND/OR/NAND/NOR gates
Layout area overhead: 26.02%
Die Width: 82 um
Synthesized registers: 12
Hold buffer count at CTS: 0
Post-Route WL: 834 um
Period utilization: 0.8044
Power Density: 579.2 mW/mm2
CTS HTree Levels: 1
Antenna violations before repair: 0
CP bufs+invs: 0
TritonCTS clock tree: built
Wire length per cell: 8.510 um
Synth area leader: edfxtp_1
Post-CTS resize count: 0
CP max FO: 8
Max clock buf depth: 2
Final Hold Viols: 0
Crit start category: register
CP peak stage delay: 0.60 ns
Warnings, synthesis: 1
Worst VDD drop: 211.7 uV
First-pass GRT wire length: 1.373 mm
Ys cells: 40
Avg Cell Area, Syn: 14.55 um2
Pin count of the biggest net entering global routing: 10
Mapped cell area: 581.8 um2
ANT nets after route: 0
Routability Congestion: 0.7892
Yosys chip area: 581.8 um2
Crit-path cells: or4_4 > nor2_2 > nand3_1
Post-synth area hogs: edfxtp_1, ha_1, xnor2_1
FP Rows: 22
Setup-failing EPs final: 0
# Max-Cap Violations: 0
Postcts setup bufs: 0
Hold WC Path Type: register to register
Initial DRT Pass Iterations: 2
Vias per inst: 3.296
Crit-path slowest cell: or4_4
RSZ-0062 raised after global routing: no
CP endpoint kind: register
Final min period: 1.850 ns
Required time of the critical path: 2.18 ns
Clock latency (worst-skew pair): 0.24 ns
Status: finished clean
HP Start: counter[7]
Final Max Slew Viols: 0
Part of the Yosys area used for sequential elements: 0.6194
Post-synthesis cell type count: 12
Root buf cell: clkbuf_8
IO buf count: 4
Clock-pin slew on the worst setup and hold paths: 0.05 ns
# IOs: 7
Crit path from: counter[5]
Sink Count: 12
Die height: 82 um
Fp util: 0.1577
Starting DRC count in detailed routing: 20
DR vias: 323
Critical path class: register to register
Die area: 0.006724 mm2
GRT overflow: 0
Reg2reg start: counter[5]
Via count of the first global-routing pass: 312
Leakage: 0.0002786 uW
Gr usage total: 0.02659
Top cell excl fill/tap: edfxtp_1
Total CTS buffers: 3
Worst Skew: 0.006107 ns
Hpwl dp: 630.6 um
Arr. time, crit path: 1.73 ns
Dominant cell area share: 0.6194
Cells after Synth: 40
Number of diodes: 0
Most frequent cells in the layout: edfxtp_1, nand3_1, xnor2_1
Post-route DRC: 0
-- sequential cells by signal (all words and copies together), names as in the netlist --
name and cells:
counter 8, temp1 1, temp2 1, temp3 1, temp4 1
-- logic make-up (layout without fill, tap and decap cells) --
group         count (synthesis)  count (layout)  share of synthesized area
buf+inv                       3              10                    0.02150
flops                        12              12                     0.6194
other cells                   1               4                   0.006445
xor+xnor                      6               6                    0.09032
fa+ha+maj                     4               4                    0.08602
simple gates                 14              14                     0.1763
-- metal layers --
| layer | wire length, um | global-route usage | part of all wire |
|---|---|---|---|
| met1 | 365 | 0.03082 | 0.44 |
| met2 | 372 | 0.03918 | 0.45 |
| met3 | 90 | 0.02093 | 0.11 |
| met4 | 6 | 0.003401 | 0.0072 |
| met5 | 0 | 0 | 0 |
-- cells in the mapped netlist, drive strengths merged --
cell type / count
and3: 4
ha: 4
nor2: 1
or4: 1
conb: 1
buf: 1
edfxtp: 12
nand3: 6
nor4b: 2
inv: 2
xor2: 1
xnor2: 5
-- cell type report --
| type | count | area (um2) |
|---|---|---|
| Multi-Input combinational cell | 28 | 220.2 |
| Sequential cell | 12 | 360.3 |
| Inverter | 2 | 7.507 |
| Fill cell | 397 | 2955 |
| Clock buffer | 3 | 41.29 |
| Timing Repair Buffer | 4 | 40.04 |
| Tap cell | 48 | 60.06 |
| Clock inverter | 1 | 3.754 |
-- metrics by stage --
stage	setup slack (ns)	cell area (um2)	cells	util	power, uW
final	0.4498	733.2	98	0.1988	424.7
after global routing	0.3806	733.2	98	0.1988	449.2
after CTS	0.4523	733.2	98	0.1988	431.3
after detailed placement	0.4606	688.2	94	0.1866	243.4
after global placement	0.5115	688.2	94	0.1866	243.3
after floorplan	0.6378	593.1	43	-	243.2
-- report_power, final --
group          switching, uW  leakage [uW]  internal, uW
Clock                   68.5     0.0000231           117
Combinational          0.722      0.000126             0
Sequential                 0      0.000129           239
Total                   69.2      0.000279           356
-- final timing paths --
kind / end / slack, ns / cells past startpoint
worst min-delay path: counter[7] / 0.59 / 1
worst max register to register: counter[6] / 0.45 / 3
worst max-delay path: counter[6] / 0.45 / 3
worst min register to register: counter[7] / 0.59 / 1
No activity file was given, so power comes from the tool's default toggle rates.
