==> /design/flow/design.v <==
`timescale 1ns / 1ps
module debounce(
    input clk,
    input btn,
    output debounced
    );
    reg debounce_temp;
    reg [15:0] counter;
    reg sync_to_clk0;
    reg sync_to_clk1;
    always @ (posedge clk) begin
        sync_to_clk0 <= btn;
    end
    always @ (posedge clk) begin
        sync_to_clk1 <= sync_to_clk0;
    end
    always @ (posedge clk) begin
        if (debounce_temp == sync_to_clk1) begin
            counter <= 0;
        end
        else begin 
            counter <= counter + 1'b1;
            if (counter == 16'hffff) begin
                debounce_temp <= ~debounced;
            end
        end
    end
    assign debounced = debounce_temp;
endmodule
==> /design/flow/run.sh <==
#!/bin/bash
# OpenROAD 26Q1-2900-gdf79404cd8, Yosys 0.63+post, stock flow scripts
make -C /OpenROAD-flow-scripts/flow DESIGN_CONFIG=/design/flow/config.mk WORK_HOME=/design/flow/orfs finish
==> /design/flow/config.mk <==
export PLATFORM = sky130hd
export DESIGN_NAME = debounce
export DESIGN_NICKNAME = debounce
export VERILOG_FILES = /design/flow/design.v
export SDC_FILE = /design/flow/constraint.sdc
export NUM_CORES = 4
export LEC_CHECK = 1
export CORE_AREA = 10 10 90 90
export DIE_AREA = 0 0 100 100
==> /design/flow/constraint.sdc <==
current_design debounce

set clk_period 4.1
set clk_io_pct 0.2

create_clock -name clk0 -period $clk_period [get_ports {clk}]

set non_clock_inputs [all_inputs -no_clocks]
set_input_delay [expr $clk_period * $clk_io_pct] -clock clk0 $non_clock_inputs
set_output_delay [expr $clk_period * $clk_io_pct] -clock clk0 [all_outputs]
==> ci_impl_report.md <==
### Metrics collected by this job

| Metric | Value |
|---|---|
| R2r setup slk | 2.54 ns |
| Most used logic cell in the final layout | dfxtp_1 |
| Yosys stat chip area | 801 µm² |
| Synthesized area | 801 µm² |
| RSZ-0062 raised after global routing | false |
| # setup viols final | 0 |
| Max Clk Rate | 515 MHz |
| LEAKAGE | 0.000295 µW |
| Most instantiated logic cells after routing | 18 x dfxtp_1, 13 x nor2_1, 10 x xnor2_1, 5 x inv_1, 5 x nor3_1 |
| Cells on Worst Hold Path | 0 |
| Register Area | 390 µm² |
| Syn_area_per_cell | 9.53 µm² |
| Rel. slew slack | 0.800 |
| Startpoint type of the worst setup path | flip-flop |
| I/O pins | 3 |
| Clk latency late pin | 0.25 ns |
| Flops after synth | 19 |
| Seq share, synth | 0.487 |
| Hold_ws | 0.330 ns |
| Worst R2R Path Depth | 5 |
| CP top delay family | buffers and inverters |
| Largest cells by area | dfxtp_1 45%, xnor2_1 11%, nor2_1 6.1% |
| Setup_tns | 0 ns |
| Slew Limit Fails | 0 |
| Row count | 29 |
| Syn-to-layout area delta | 21.1% |
| Initial antenna violation count | 0 |
| Maximum fanout along the worst path | 3 |
| Vias in the first global route | 550 |
| Stage-log warning count | 25 |
| Clock Tree Buf Depth | 2 |
| CP Cell Sequence | clkdlybuf4s50_1 |
| Fill cell count | 690 |
| Inserted Diodes | 0 |
| Pre-antenna DRT Iters | 4 |
| Max rail drop VDD | 0.0970 mV |
| Max-cap viol count | 0 |
| Final wirelength | 1250 µm |
| Gate Area | 388 µm² |
| Total gr overflow | 0 |
| Post-CTS sizing | 0 |
| DP Wirelength | 887 µm |
| Crit path capture type | output port |
| Vias | 550 |
| Post-CTS Setup Inserts | 0 |
| Fin area | 970 µm² |
| Place WS | 2.43 ns |
| Placer Congestion | 0.785 |
| Worst-path clk slew | 0.07 ns |
| Worst path arrival time | 1.12 ns |
| First-pass GRT wire length | 2350 µm |
| FP Util | 0.128 |
| Vias per cell | 3.29 |
| Post-Place Cell Area | 921 µm² |
| DRT iter0 DRCs | 26 |
| CORE AREA | 0.00628 mm² |
| Final WS setup | 2.16 ns |
| Htree depth | 1 |
| Period minus WS final | 1.94 ns |
| Clock root buffer | clkbuf_8 |
| DR WL/cell | 7.48 µm |
| Die Span Y | 100 µm |
| Cell taking the most area after synthesis | dfxtp_1 |
| Max-area cell share | 0.450 |
| Slowest-stage cell, CP | clkdlybuf4s50_1 |
| Gr usage total | 0.0277 |
| CTS sink cnt | 19 |
| Hold buffers post-CTS | 0 |
| Yosys warning total | 1 |
| Crit path buf inv count | 1 |
| Outcome | completed |
| Port bufs | 2 |
| Critical Path RT | 3.28 ns |
| Antenna-violating nets left | 0 |
| Worst path depth | 1 |
| Max incr delay on CP | 0.48 ns |
| Pwr dens | 343 mW/mm² |
| Final Hold Viols | 0 |
| Worst Hold Class | reg2reg |
| Unique cell types | 25 |
| DR DRC count | 0 |
| Total die size | 0.0100 mm² |
| Worst slew pin tran | 0.298 ns |
| TritonCTS Buffers | 3 |
| Final Skew | 0.00574 ns |
| CP Class | reg2out |
| Yosys Instances | 84 |
| Die Wd | 100 µm |
| CTS tree | built |
| Fin crit share | 0.474 |
| Cells after Synth | 84 |
| Largest net degree at the start of global routing | 18 |
| Layout cell share with drive strength beyond 1 | 0.133 |
[metrics by stage]
step                power, µW  instances  utilization
floorplan                 203         84            -
global placement          207        163        0.147
detailed placement        207        163        0.147
CTS                       340        167        0.154
global route              348        167        0.154
finish                    332        167        0.154
[registers in the layout (all words and copies together) (netlist names)]
register / cells
counter: 16
debounce_temp: 1
sync_to_clk0: 1
sync_to_clk1: 1
[power breakdown]
part | leakage [µW] | internal [µW] | switching (µW)
Clock | 0.0000217 | 68.4 | 61.7
Sequential | 0.000158 | 189 | 3.32
Combinational | 0.000115 | 4.69 | 5.06
Total | 0.000295 | 262 | 70.0
[logic make-up (layout without fill, tap and decap cells)]
group / Yosys count / after routing / synth area share
compound gates: 4 / 4 / 0.0250
xor+xnor: 12 / 12 / 0.131
mux: 1 / 1 / 0.0125
flops: 19 / 19 / 0.488
simple gates: 41 / 41 / 0.300
fa+ha+maj: 1 / 1 / 0.0156
buf+inv: 6 / 12 / 0.0281
[worst paths after layout]
path                           start                endpoint
max          debounce_temp$_DFFE_PP_               debounced
min             sync_to_clk0$_DFF_P_    sync_to_clk1$_DFF_P_
max reg2reg    counter[0]$_SDFF_PN0_  counter[14]$_SDFF_PN0_
min reg2reg     sync_to_clk0$_DFF_P_    sync_to_clk1$_DFF_P_
[Yosys cell counts, drive strengths merged]
library cell / n
mux2i: 1
or2: 1
nor2b: 1
clkbuf: 1
inv: 5
nor2: 13
nor4: 4
nor3: 5
edfxtp: 1
xnor2: 10
nand2: 4
ha: 1
nand3: 5
nand4: 4
dfxtp: 18
a21oi: 2
o21ai: 2
or3: 3
xor2: 2
nand2b: 1
[final cells by class]
cell class	instances	share of cell area
Timing Repair Buffer	3	0.0284
Clock buffer	3	0.0426
Multi-Input combinational cell	59	0.400
Tap cell	77	0.0994
Sequential cell	19	0.403
Clock inverter	1	0.00774
Inverter	5	0.0194
[per-layer routing]
layer | share of wire | global-route usage | wire (µm)
met1 | 0.50 | 0.0359 | 629
met2 | 0.43 | 0.0413 | 535
met3 | 0.054 | 0.0118 | 68
met4 | 0.013 | 0.00761 | 16
met5 | 0 | 0 | 0
Power is estimated from default activity; no workload was simulated.
